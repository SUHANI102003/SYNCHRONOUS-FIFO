$ cat flow/design.v
module fifo (
  input clk, rst, wr, rd,
  input [7:0] din,
  output reg [7:0] dout,
  output full, empty
);
  reg [3:0] wptr = 0, rptr = 0;
  reg [4:0] cnt = 0;   
  reg [7:0] mem [15:0];
  always@(posedge clk) begin
    if (rst == 1'b1)
      begin
        wptr <= 0;
        rptr <= 0;
        cnt  <= 0;
      end
    else if (wr && !full) 
      begin
        mem[wptr] <= din;
        wptr      <= wptr + 1;
        cnt       <= cnt + 1;
      end
    else if (rd && !empty)
      begin
        dout <= mem[rptr];
        rptr <= rptr + 1;
        cnt  <= cnt - 1;
      end
  end
  assign full  = (cnt == 16) ? 1'b1 : 1'b0;
  assign empty = (cnt == 0)  ? 1'b1 : 1'b0;
endmodule
interface fifo_if;
  logic clk, rst, wr, rd;
  logic empty, full;
  logic [7:0] din;
  logic [7:0] dout;
endinterface
$ cat flow/run.sh
#!/bin/bash
# OpenROAD 26Q1-2900-gdf79404cd8, Yosys 0.63+post, stock flow scripts
make -C /OpenROAD-flow-scripts/flow DESIGN_CONFIG=/design/flow/config.mk WORK_HOME=/design/flow/orfs finish
$ cat flow/config.mk
export PLATFORM = sky130hd
export DESIGN_NAME = fifo
export DESIGN_NICKNAME = fifo
export VERILOG_FILES = /design/flow/design.v
export SDC_FILE = /design/flow/constraint.sdc
export NUM_CORES = 4
export LEC_CHECK = 1
export CORE_UTILIZATION = 50
$ cat flow/constraint.sdc
current_design fifo

set clk_period 5.7
set clk_io_pct 0.2

create_clock -name clk0 -period $clk_period [get_ports {clk}]

set non_clock_inputs [all_inputs -no_clocks]
set_input_delay [expr $clk_period * $clk_io_pct] -clock clk0 $non_clock_inputs
set_output_delay [expr $clk_period * $clk_io_pct] -clock clk0 [all_outputs]
==> results.json <==
{
  "syn-cell-area_um2": 6058,
  "irDropWorstVdd_mv": 0.3280,
  "common_cells": "edfxtp_1 (136), mux2i_1 (33), nor2_1 (26)",
  "crit_required_ns": 6.04,
  "cts_resized": 0,
  "r2r_cells": 8,
  "hold_viol_final": 0,
  "flop_cell": "edfxtp_1",
  "cts_root_buf": "clkbuf_16",
  "io_pins": 22,
  "critPathLaunchType": "primary input",
  "dr.first_iter.drc_count": 242,
  "synthAoiAreaFrac": 0.07869,
  "ys_area_um2": 6058,
  "yosys_register_bits": 149,
  "maxCapViolations": 0,
  "finalWirelength_um": 11780,
  "finalSetupViolations": 0,
  "grt_max_degree": 41,
  "row_count": 39,
  "synth_area_per_cell_um2": 16.88,
  "most_common_cell": "edfxtp_1",
  "post_cts_buffers": 0,
  "worstPathMaxFanout": 8,
  "tool_warnings": 28,
  "drc": 0,
  "async_flop_share": 0,
  "fin_setup_tns_ns": 0,
  "ctsHoldBuffers": 0,
  "setup_ws_ns": 2.148,
  "worst_slew_pin_slew_ns": 0.8814,
  "dieArea_um2": 12560,
  "post_drt_wl_per_cell_um": 21.74,
  "grt_pass1_wl_um": 18860,
  "path_class": "in2reg",
  "die_w_um": 112.1,
  "dpl_cell_area_um2": 6407,
  "fin_util": 0.6006,
  "vias": 3212,
  "core_um2": 11610,
  "worstPathCellList": "clkdlybuf4s50_1, inv_1, a21oi_1, inv_1, fa_1, a21o_1, a2111o_1, o211a_1, a211oi_1",
  "antenna_found_initial": 0,
  "adder_share": 0.01983,
  "top_area_frac": 0.6741,
  "fin_crit_ns": 3.552,
  "fp_util": 0.5217,
  "antenna_cells": 0,
  "grt_pass1_vias": 3361,
  "worst_path_max_delay_cell": "clkdlybuf4s50_1",
  "synth-xor-area-share": 0.008674,
  "first_pass_iters": 17,
  "path_clk_slew_ns": 0.06,
  "hold_depth": 2,
  "design_area_um2": 6975,
  "power_density_nw_per_um2": 425.3,
  "fmax_mhz": 281.5,
  "synth.distinct_cells": 39,
  "hold_path_class": "reg2reg",
  "slowest_delay_ns": 0.66,
  "fin_total_pwr_mw": 2.967,
  "grt_usage": 0.2226,
  "synthTopLogicFamily": "multiplexers",
  "port_buffers": 21,
  "comb_area_um2": 1605,
  "synth_stat.cells": 359,
  "area_leaders": "edfxtp_1 (67%), mux4_2 (5.9%), mux2i_1 (5.5%), dfxtp_1 (4.3%), a221oi_1 (2.3%)",
  "clock_sinks": 149,
  "rsz0062_at_grt": "false",
  "clock_path_buffers": 2,
  "whs_ns": 0.5681,
  "cts_made_buffers": 17,
  "yosysWarnings": 1,
  "fillers": 881,
  "post-place-ws_ns": 1.732,
  "vias_per_cell": 5.926,
  "maxSlewViolCount": 0,
  "die_y_um": 112.1,
  "ant_nets": 0,
  "arrival_ns": 3.89,
  "worstSkewPairLatency_ns": 0.42,
  "synth-edff-count": 136,
  "max_slew_margin": 0.4102,
  "hpwlAfterDp_um": 7338,
  "netlist_instances": 359,
  "syn2layout_area_growth_pct": 15.14,
  "status": "finished clean",
  "h-tree-depth": 4,
  "clock_skew_ns": 0.004781,
  "synth-simple-area-share": 0.04378,
  "place.gp.congestion": 0.8621,
  "finalNonFillerCells": 542,
  "place_inst": 510,
  "seq_area_um2": 4345,
  "cpMostUsedCell": "inv_1",
  "seq_area_frac_synth": 0.7171,
  "critPathCaptureType": "flop",
  "p_leak_nw": 2.253,
  "grt_overflow": 0,
  "drive_gt1_frac": 0.1504,
  "top_area_cell": "edfxtp_1",
  "mux_share": 0.1140,
  "cts_tree": "done",
  "timing.final.crit_share": 0.6231
}
## power by group
group | internal, mW | leakage [nW] | switching, mW | total, mW
registers | 1.25 | 1.33 | 0.0691 | 1.32
clock network | 0.643 | 0.266 | 0.420 | 1.06
logic | 0.287 | 0.654 | 0.295 | 0.583
total | 2.18 | 2.25 | 0.785 | 2.97
## critical path: cells and delay by family
family                     cells  cell delay (ns)
adders and majority gates      1             0.43
AOI/OAI and AO/OA              5             1.32
buffers and inverters          3             0.99
## cell usage in the layout (no fill, tap or decap), types with 2 or more instances in the layout
| cell type | n |
|---|---|
| a21oi_1 | 9 |
| dfxtp_1 | 12 |
| or3_1 | 4 |
| ha_1 | 8 |
| a22oi_1 | 8 |
| edfxtp_1 | 136 |
| nor2_1 | 26 |
| clkinv_2 | 3 |
| and2_1 | 2 |
| mux4_2 | 16 |
| clkinvlp_4 | 4 |
| o21ai_0 | 14 |
| a21o_1 | 2 |
| inv_1 | 8 |
| nand3_1 | 3 |
| clkbuf_16 | 17 |
| xor2_1 | 3 |
| o2111ai_1 | 2 |
| buf_4 | 5 |
| bufinv_16 | 2 |
| a211oi_1 | 2 |
| nand2_1 | 15 |
| clkdlybuf4s50_1 | 21 |
| xnor2_1 | 3 |
| mux2i_1 | 33 |
| clkinv_4 | 2 |
| o211ai_2 | 2 |
| a221oi_1 | 16 |
| clkbuf_1 | 3 |
## layout make-up
class	instances	area share
multi-input cells	184	0.2301
repair buffers	26	0.03552
inverters	8	0.004305
clock buffers	20	0.06260
flip-flops and latches	149	0.6230
clock inverters	12	0.01883
well taps	143	0.02565
## sequential cells by signal, summed over array words and instances, names as in the netlist
signal and cells:
mem 128, wptr 4, rptr 4, dout 8, cnt 5
## per-layer routing
layer | global-route usage | share of wire | vias up
met5 | 0 | 0 | -
met4 | 0.02756 | 0.016 | 0
met3 | 0.09411 | 0.083 | 15
met2 | 0.3275 | 0.47 | 113
met1 | 0.3655 | 0.43 | 1599
li1 | - | - | 1485
## logic make-up after synthesis
family | after synthesis
xor gates and xnor gates | 6
muxes | 49
and+or+nand+nor | 57
AOI/OAI and AO/OA | 63
DFF | 149
adders and majority gates | 9
buffers and inverters | 26
## final timing paths
path / startpoint / endpoint / slack [ns]
worst min-delay path: wptr[1] / wptr[1] / 0.57
worst min register to register: wptr[1] / wptr[1] / 0.57
worst max-delay path: wr / cnt[4] / 2.15
worst max register to register: cnt[0] / cnt[4] / 2.95
Power and IR drop assume default switching activity.
